$ cat /design/flow/design.v
`timescale 1ns / 1ps
module vga
#(parameter WIDTH = 0, HSIZE = 0, HFP = 0, HSP = 0, HMAX = 0, VSIZE = 0, VFP = 0, VSP = 0, VMAX = 0, HSPP = 0, VSPP = 0)
(
	input clk,
	output wire hsync,
	output wire vsync,
	output reg [WIDTH - 1:0] hdata,
	output reg [WIDTH - 1:0] vdata,
	output wire de
);
initial begin
	hdata <= 0;
	vdata <= 0;
end
always @ (posedge clk)
begin
	if (hdata == (HMAX - 1))
		hdata <= 0;
	else
		hdata <= hdata + 1;
end
always @ (posedge clk)
begin
	if (hdata == (HMAX - 1)) 
	begin
		if (vdata == (VMAX - 1))
			vdata <= 0;
		else
			vdata <= vdata + 1;
	end
end
if (HSPP == 0)
  assign hsync = ((hdata >= HFP) && (hdata < HSP)) ? 1'b0 : 1'b1;
else
  assign hsync = ((hdata >= HFP) && (hdata < HSP)) ? 1'b1 : 1'b0;
if (VSPP == 0)
  assign vsync = ((vdata >= VFP) && (vdata < VSP)) ? 1'b0 : 1'b1;
else
  assign vsync = ((vdata >= VFP) && (vdata < VSP)) ? 1'b1 : 1'b0;
assign de = (hdata < HSIZE) && (vdata < VSIZE);
endmodule
`timescale 1ns / 100ps
module vga1920x1080x60
(
	input wire clk,
	output wire hsync,
	output wire vsync,
	output wire [11:0] hdata,
	output wire [11:0] vdata,
	output wire de
);
	vga #(12, 1920, 1976, 2008, 2200, 1080, 1083, 1085, 1125, 0, 0) vga (
		.clk(clk), 
		.hdata(hdata),
		.vdata(vdata),
		.hsync(hsync),
		.vsync(vsync),
		.de(de)
	);
endmodule
$ cat /design/flow/run.sh
#!/bin/bash
# OpenROAD 26Q1-2900-gdf79404cd8, Yosys 0.63+post, stock flow scripts
make -C /OpenROAD-flow-scripts/flow DESIGN_CONFIG=/design/flow/config.mk WORK_HOME=/design/flow/orfs finish
$ cat /design/flow/config.mk
export PLATFORM = sky130hd
export DESIGN_NAME = vga1920x1080x60
export DESIGN_NICKNAME = vga1920x1080x60
export VERILOG_FILES = /design/flow/design.v
export SDC_FILE = /design/flow/constraint.sdc
export NUM_CORES = 4
export LEC_CHECK = 1
export CORE_UTILIZATION = 30
$ cat /design/flow/constraint.sdc
current_design vga1920x1080x60

set clk_period 3.6
set clk_io_pct 0.2

create_clock -name clk0 -period $clk_period [get_ports {clk}]

set non_clock_inputs [all_inputs -no_clocks]
set_input_delay [expr $clk_period * $clk_io_pct] -clock clk0 $non_clock_inputs
set_output_delay [expr $clk_period * $clk_io_pct] -clock clk0 [all_outputs]
==> results_dict.tcl <==
# place-and-route summary
set metrics [dict create \
    h-tree-depth 1 \
    die_x_um 65.4 \
    ctsResizeCount 0 \
    p_leak_nw 0.649 \
    finalClockSkew_ns 0.00596 \
    min_to "vga.hdata[0]$_SDFF_PN0_" \
    min_period_over_period 0.780 \
    pre_cts_ws_ns 1.07 \
    cp-end-kind "output port" \
    period_minus_slack_ns 2.81 \
    drive_gt1_frac 0.0753 \
    numSynthFlops 24 \
    area_delta_synth_final_pct 33.5 \
    hold_class "reg -> reg" \
    core-area_um2 3770 \
    grt_use_total 0.129 \
    rr_worst_depth 3 \
    vias 946 \
    ys_cells 115 \
    clockRootBuffer "clkbuf_8" \
    rr_startpoint "vga.vdata[7]$_SDFFCE_PN0N_" \
    cp_cell_sequence "nor4_1, a21oi_1, nor4b_1, clkdlybuf4s50_1" \
    yosys_area_um2 1210 \
    finalHoldViolCount 0 \
    crit_path_start_kind "register" \
    path_class "reg -> out" \
    outcome "complete, no violations" \
    hpwl_um 1670 \
    cpPeakStageDelay_ns 0.53 \
    yosys_warnings 1 \
    cts_sinks 24 \
    grt_max_degree 15 \
    peakVddDrop_mv 0.349 \
    tritoncts "yes" \
    grt_pass1_vias 925 \
    fin_cells 194 \
    wl_um 2420 \
    antenna_cells 0 \
    cp_max_fo 6 \
    synth.distinct_cells 30 \
    io_buffers 27 \
    reg2reg_to "vga.vdata[1]$_SDFFCE_PN0N_" \
    worst_pin_slew_ns 0.564 \
    r2r_slack_ns 1.85 \
    ctsHoldBuffers 0 \
    setup_tns_ns 0 \
    die-height_um 65.4 \
    antenna_left 0 \
    synth_seq_share 0.497 \
    mux_area_frac 0.00829 \
    synth-simple-area-share 0.267 \
    drtIter0Drc 67 \
    whs_path_depth 1 \
    holdCritStartpoint "vga.hdata[0]$_SDFF_PN0_" \
    dpl_cell_area_um2 1540 \
    final_area_um2 1610 \
    grt_pass1_wl_um 4220 \
    grt-ovfl-total 0 \
    syn_inst 115 \
    ios 28 \
    num_rows 22 \
    syn_avg_cell_area_um2 10.5 \
    syn_area_um2 1210 \
    drtPass1Iterations 4 \
    top_logic_kind "simple AND/OR/NAND/NOR gates" \
    post_cts_buffers 0 \
    yosys.area_share.aoi 0.0601 \
    clk_pin_slew_ns 0.09 \
    gp_congestion 0.806 \
    final-setup-viol-count 0 \
    cts_inserted_buffers 3 \
    power_density_nw_per_um2 321 \
    holdWs_ns 0.491 \
    wl_per_cell_um 12.5 \
    cp.required_ns 2.88 \
    nFillCells 319 \
    antenna_found_initial 0 \
    dieArea_um2 4280 \
    utilization 0.427 \
    relSlewSlack 0.622 \
    place_inst 190 \
    clock.fmax_mhz 356 \
    finalPower_uw 518 \
    layout_setup_ws_ns 0.793 \
    maxCapViolCount 0 \
    drcViolationCount 0 \
    warnings 27 \
    critPathSlowestCell "clkdlybuf4s50_1" \
    synthXorXnorAreaFrac 0.109 \
    rsz0062_at_grt "false" \
    viasPerCell 4.88 \
    fp_util 0.320 \
    clk_latency_ns 0.26 \
    arrival_ns 2.09 \
    ys_sh_adder 0.0415 \
    slew_violations 0 \
    cts_max_path_buffers 2 \
]
[registers in the layout (all words and copies together), names as in the netlist]
name and flops:
vga.vdata 12, vga.hdata 12
[Yosys cell counts]
cell type / number / area share
or3_1: 4 / 0.021
nand4_1: 2 / 0.010
nand4b_1: 2 / 0.015
nor2_1: 10 / 0.031
nand3b_1: 1 / 0.0062
buf_2: 1 / 0.0041
xnor2_1: 3 / 0.022
ha_1: 4 / 0.041
nand2_1: 8 / 0.025
o31ai_1: 2 / 0.012
nand3_1: 7 / 0.029
edfxtp_1: 12 / 0.30
a21oi_1: 5 / 0.021
nor4b_1: 1 / 0.0073
nor3_2: 2 / 0.017
a21oi_2: 1 / 0.0073
nand4bb_1: 2 / 0.019
or4_1: 2 / 0.012
dfxtp_1: 12 / 0.20
nor3_1: 4 / 0.017
o21ai_0: 3 / 0.012
nor4_1: 4 / 0.021
a211o_1: 1 / 0.0073
nand3_2: 1 / 0.0083
xor2_1: 12 / 0.087
mux2i_1: 1 / 0.0083
nor2b_1: 2 / 0.010
or4_4: 1 / 0.0093
inv_1: 4 / 0.012
nand4_2: 1 / 0.010
[kinds of logic (layout without fill, tap and decap cells)]
group / Yosys count / count (layout)
buffers and inverters: 5 / 36
AOI/OAI and AO/OA: 12 / 12
xor gates and xnor gates: 15 / 15
and+or+nand+nor: 54 / 54
muxes: 1 / 1
DFF: 24 / 24
adders and majority gates: 4 / 4
[metal layers]
layer | vias to the layer above | track usage | wire, µm
met4 | 0 | 0 | 0
met2 | 30 | 0.184 | 969
met1 | 427 | 0.215 | 1300
met5 | - | 0 | 0
met3 | 0 | 0.0317 | 153
li1 | 489 | - | -
[critical path: cells and delay by family (launching register included)]
kind | cells | cell delay (ns)
buffers and inverters | 1 | 0.53
AOI/OAI and AO/OA | 1 | 0.14
DFF | 1 | 0.47
and+or+nand+nor | 2 | 0.68
[power by group]
part	switching, mW	internal [mW]
clock network	0.0854	0.149
registers	0	0.284
logic	0	0
[cell usage in the layout, fill, tap and decap left out, drive strengths merged, types with 4 or more instances in the layout]
master	Yosys	final
nor4	4	4
or3	4	4
ha	4	4
a21oi	6	6
xor2	12	12
nand2	8	8
edfxtp	12	12
dfxtp	12	12
nor3	6	6
clkdlybuf4s50	0	27
nor2	10	10
nand3	8	8
inv	4	4
[worst max path at each step]
stage	start	endpoint	slack, ns
after CTS	vga.vdata[7]$_SDFFCE_PN0N_	de	0.76
after global routing	vga.vdata[6]$_SDFFCE_PN0N_	de	0.65
final	vga.vdata[6]$_SDFFCE_PN0N_	de	0.79
[final cells by class]
class | count | area (µm²) | area share
Sequential cell | 24 | 601 | 0.373
Inverter | 4 | 15.0 | 0.00932
Multi-Input combinational cell | 86 | 587 | 0.364
Clock buffer | 3 | 41.3 | 0.0256
Clock inverter | 1 | 30.0 | 0.0186
Tap cell | 48 | 60.1 | 0.0373
Timing Repair Buffer | 28 | 278 | 0.172
