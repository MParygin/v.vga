<file path="design/flow/run.sh">
#!/bin/bash
# OpenROAD 26Q1-2900-gdf79404cd8, Yosys 0.63+post, stock flow scripts
make -C /OpenROAD-flow-scripts/flow DESIGN_CONFIG=/design/flow/config.mk WORK_HOME=/design/flow/orfs finish
</file>
<file path="design/flow/config.mk">
export PLATFORM = sky130hd
export DESIGN_NAME = vga1440x900x60
export DESIGN_NICKNAME = vga1440x900x60
export VERILOG_FILES = /design/flow/design.v
export SDC_FILE = /design/flow/constraint.sdc
export NUM_CORES = 4
export LEC_CHECK = 1
export CORE_AREA = 10 10 103 103
export DIE_AREA = 0 0 113 113
</file>
<file path="design/flow/constraint.sdc">
current_design vga1440x900x60

set clk_period 2.9
set clk_io_pct 0.2

create_clock -name clk0 -period $clk_period [get_ports {clk}]

set non_clock_inputs [all_inputs -no_clocks]
set_input_delay [expr $clk_period * $clk_io_pct] -clock clk0 $non_clock_inputs
set_output_delay [expr $clk_period * $clk_io_pct] -clock clk0 [all_outputs]
</file>
<file path="design/flow/design.v">
`timescale 1ns / 1ps
module vga
#(parameter WIDTH = 0, HSIZE = 0, HFP = 0, HSP = 0, HMAX = 0, VSIZE = 0, VFP = 0, VSP = 0, VMAX = 0, HSPP = 0, VSPP = 0)
(
	input clk,
	output wire hsync,
	output wire vsync,
	output reg [WIDTH - 1:0] hdata,
	output reg [WIDTH - 1:0] vdata,
	output wire de
);
initial begin
	hdata <= 0;
	vdata <= 0;
end
always @ (posedge clk)
begin
	if (hdata == (HMAX - 1))
		hdata <= 0;
	else
		hdata <= hdata + 1;
end
always @ (posedge clk)
begin
	if (hdata == (HMAX - 1)) 
	begin
		if (vdata == (VMAX - 1))
			vdata <= 0;
		else
			vdata <= vdata + 1;
	end
end
if (HSPP == 0)
  assign hsync = ((hdata >= HFP) && (hdata < HSP)) ? 1'b0 : 1'b1;
else
  assign hsync = ((hdata >= HFP) && (hdata < HSP)) ? 1'b1 : 1'b0;
if (VSPP == 0)
  assign vsync = ((vdata >= VFP) && (vdata < VSP)) ? 1'b0 : 1'b1;
else
  assign vsync = ((vdata >= VFP) && (vdata < VSP)) ? 1'b1 : 1'b0;
assign de = (hdata < HSIZE) && (vdata < VSIZE);
endmodule
`timescale 1ns / 100ps
module vga1440x900x60
(
	input wire clk,
	output wire hsync,
	output wire vsync,
	output wire [11:0] hdata,
	output wire [11:0] vdata,
	output wire de
);
	vga #(12, 1440, 1520, 1672, 1904, 900, 901, 903, 932, 1, 0) vga (
		.clk(clk), 
		.hdata(hdata),
		.vdata(vdata),
		.hsync(hsync),
		.vsync(vsync),
		.de(de)
	);
endmodule
</file>
==> run notes <==
Implementation results.

The run finished with clean final reports. In this run the biggest area consumer among cell types represents 28.9% of the synthesized area. According to the floorplan report, the die width is 113 µm. The H-tree level count is 1.

The utilization after layout is 20.5%. The number of global-route vias before repair was 1020. The port buffer count is 27. The data arrival time of the worst path is 2050 ps. Counting flops with a built-in enable in the synthesized netlist gives 12. The largest stage delay on the critical path is 500 ps. For this run, design rule violations remaining after detail routing come to 0.

The highest clock frequency the design can meet is 380 MHz. The synthesis report lists the Yosys warning total as 1. The average wire per cell in the routed design is 12.0 µm.

The worst path needs 2630 ps of the cycle, external delays included. The number of nets still failing antenna checks after routing is 0. The final non-filler cell total is 261. The synthesized chip area reported by yosys is 0.00125 mm². The area of the core is 0.00830 mm².

The share of final-layout standard cells stronger than drive strength 1 is 5.77%. The placed standard-cell area is 0.00165 mm². The stage-log warning count is 27.

Per Yosys stat, the portion of area used by sequential elements is 48.1%. The later pin in the worst-skew pair is clocked with a latency of 260 ps. Per the OpenROAD power report, leakage power amounts to 0.603 nW.

The number of gates resized after CTS was 0. In the floorplan report the effective utilization is 15.0%. The normalized max-slew margin is 69.0%. Sorting the Yosys area breakdown by cell type puts at the top edfxtp_1. After the first detailed-routing iteration, the DRC count stood at 36. Hold-check failures listed in the final report amount to 0. Summing every instance area after synthesis gives 0.00125 mm². Setup repair after global routing left no endpoint under its margin. Between clock sinks in the finished design, the worst skew comes to 5.04 ps. By area the synthesized netlist is led by edfxtp_1, dfxtp_1, a21oi_1, ha_1, or3_1. The height of the die is 113 µm. According to the floorplan log, the row count is 33. STA puts the critical path data required time at 2320 ps. Buffers inserted to repair hold after CTS numbered 0.

Routability-driven placement finished with a final weighted congestion of 0.850. The report lists the cells along the critical path as nand4_1 -> or3b_2 -> a21oi_1 -> clkdlybuf4s50_1. The clock tree root buffer cell is clkbuf_8. At the placement stage, the worst setup path has a slack of 570 ps. The post-route cell area is 0.00170 mm². The count of different cell masters after synthesis is 30. 28 I/O pins were placed. The routed design has 3130 µm of wire. For this design the ratio of total power to cell area is 329 mW/mm². Counting the buffers created by CTS gives 3. In this run the VDD rail shows a maximum IR drop of 0.134 mV. The total global routing overflow is 0. The number of antenna violations at the first check in global routing came to 0. The maximum clock insertion buffer count is 2. The TritonCTS clock tree is done.

The clock input transition at the sequential cells of the worst setup and hold paths is 90 ps. In the setup report, the worst path falls into the class flop to output pin. The cell total in the yosys stat output is 125. The cell with the biggest individual delay on the critical path is or3b_2. The final setup violation count is 0. For the pin with the worst max-slew slack, the measured transition is 461 ps.

The total negative setup slack is 0 ps. The most critical hold endpoint after final layout shows a slack of 490 ps. The wire length of the first global-routing pass is 5270 µm.

The synthesis report gives the async set-or-reset register share as 0%. The buffers plus inverters on the worst setup path is 1. The worst path uses 90.8% of the clock period. The clock tree has to reach 24 sinks. After technology mapping, the gate count stands at 125. The worst setup path is launched from a flop. Buffers added to address setup during post-CTS repair amount to 0. The mean instance size in the synthesized netlist is 9.98 µm². The kind of path behind the tightest hold check is flop to flop.

Once routing completed, OpenROAD measured the worst setup slack at 266 ps. STA lists the maximum fanout along the critical path as 8. The number of detailed-route iterations in the first pass is 4. The category of the worst setup path capture point is an output pin.

Including well taps, the total number of placed cells is 257. The total die size is 0.0128 mm². Across all layers, the routed design uses 1072 vias. The synthesis run shows the most used standard cells to be dfxtp_1, edfxtp_1, a21oi_1, nor2_1. In the final report, the number of pins over their slew limit comes to 0. The cell type group with the largest total delay on the critical path is simple AND/OR/NAND/NOR gates.

The half-perimeter wire length of the detailed placement result is 2300 µm. The per-cell via count in the routed design is 4.11. The max-capacitance violation count is 0. The synthesis report names the predominant flop master as edfxtp_1.

The antenna diode count is 0. Yosys reported a register bit count of 24. The completed layout was analyzed and its total power is 0.558 mW. The total track usage is 4.92%. The layout overhead on the synthesized area is 36.1%. Entering global routing, the biggest net connects 16 pins.
cells in the final DEF (no fill, tap or decap), types with 2 or more instances in the layout:
master / netlist / final
a21oi_1: 11 / 11
clkbuf_8: 0 / 3
clkdlybuf4s50_1: 0 / 27
dfxtp_1: 12 / 12
edfxtp_1: 12 / 12
ha_1: 4 / 4
inv_1: 5 / 5
nand2_1: 8 / 8
nand2b_1: 2 / 2
nand3_1: 8 / 8
nand3b_1: 2 / 2
nand4_1: 4 / 4
nor2_1: 9 / 9
nor2b_1: 2 / 2
nor3_1: 2 / 2
nor4_1: 3 / 3
nor4_4: 2 / 2
o21ai_0: 7 / 7
o31ai_1: 3 / 3
or3_1: 7 / 7
or4_1: 3 / 3
xnor2_1: 5 / 5
xor2_1: 5 / 5
final cells by class:
class / instances / area (µm²)
well taps: 105 / 131
clock buffers: 4 / 45.0
fillers: 901 / 6600
repair buffers: 28 / 278
inverters: 5 / 18.8
flip-flops and latches: 24 / 601
multi-input cells: 95 / 624
worst paths after layout:
check | slack (ps) | depth (start not counted) | end | startpoint
hold reg to reg | 490 | 1 | vga.hdata[0]$_SDFF_PN0_ | vga.hdata[0]$_SDFF_PN0_
setup / recovery | 270 | 4 | hsync | vga.hdata[4]$_SDFF_PN0_
setup reg to reg | 1010 | 4 | vga.vdata[9]$_SDFFCE_PN0N_ | vga.hdata[0]$_SDFF_PN0_
hold / removal | 490 | 1 | vga.hdata[0]$_SDFF_PN0_ | vga.hdata[0]$_SDFF_PN0_
state kept, by name (all words and copies together), names as in the netlist:
name       count
vga.hdata     12
vga.vdata     12
cells by family after synthesis:
logic type	share of synthesized area [%]
and+or+nand+nor	28.1
AOI/OAI and AO/OA	10.9
xor gates and xnor gates	7.02
buffers and inverters	1.81
adders and majority gates	4.01
DFF	48.1
power by group:
part,leakage (nW),switching (mW),internal [mW]
clock network,0.0228,0.108,0.0981
logic,0.344,0,0
registers,0.236,0,0.352
routing by layer:
layer	vias to the layer above	GRT usage [%]	part of all wire, %
li1	529	-	-
met4	0	0.592	0.99
met3	4	2.56	10
met5	-	0	0
met2	34	6.53	39
met1	505	7.10	50
Power figures rest on the tool's default switching activity, not on a simulated workload.
