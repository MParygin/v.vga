--- flow/design.v ---
`timescale 1ns / 1ps
module vga
#(parameter WIDTH = 0, HSIZE = 0, HFP = 0, HSP = 0, HMAX = 0, VSIZE = 0, VFP = 0, VSP = 0, VMAX = 0, HSPP = 0, VSPP = 0)
(
	input clk,
	output wire hsync,
	output wire vsync,
	output reg [WIDTH - 1:0] hdata,
	output reg [WIDTH - 1:0] vdata,
	output wire de
);
initial begin
	hdata <= 0;
	vdata <= 0;
end
always @ (posedge clk)
begin
	if (hdata == (HMAX - 1))
		hdata <= 0;
	else
		hdata <= hdata + 1;
end
always @ (posedge clk)
begin
	if (hdata == (HMAX - 1)) 
	begin
		if (vdata == (VMAX - 1))
			vdata <= 0;
		else
			vdata <= vdata + 1;
	end
end
if (HSPP == 0)
  assign hsync = ((hdata >= HFP) && (hdata < HSP)) ? 1'b0 : 1'b1;
else
  assign hsync = ((hdata >= HFP) && (hdata < HSP)) ? 1'b1 : 1'b0;
if (VSPP == 0)
  assign vsync = ((vdata >= VFP) && (vdata < VSP)) ? 1'b0 : 1'b1;
else
  assign vsync = ((vdata >= VFP) && (vdata < VSP)) ? 1'b1 : 1'b0;
assign de = (hdata < HSIZE) && (vdata < VSIZE);
endmodule
`timescale 1ns / 100ps
module vga1024x768x60
(
	input wire clk,
	output wire hsync,
	output wire vsync,
	output wire [11:0] hdata,
	output wire [11:0] vdata,
	output wire de
);
	vga #(12, 1024, 1032, 1176, 1344, 768, 771, 777, 806, 0, 0) vga (
		.clk(clk), 
		.hdata(hdata),
		.vdata(vdata),
		.hsync(hsync),
		.vsync(vsync),
		.de(de)
	);
endmodule
--- flow/run.sh ---
#!/bin/bash
# OpenROAD 26Q1-2900-gdf79404cd8, Yosys 0.63+post, stock flow scripts
make -C /OpenROAD-flow-scripts/flow DESIGN_CONFIG=/design/flow/config.mk WORK_HOME=/design/flow/orfs finish
--- flow/config.mk ---
export PLATFORM = sky130hd
export DESIGN_NAME = vga1024x768x60
export DESIGN_NICKNAME = vga1024x768x60
export VERILOG_FILES = /design/flow/design.v
export SDC_FILE = /design/flow/constraint.sdc
export NUM_CORES = 4
export LEC_CHECK = 1
export CORE_UTILIZATION = 30
--- flow/constraint.sdc ---
current_design vga1024x768x60

set clk_period 2.6
set clk_io_pct 0.2

create_clock -name clk0 -period $clk_period [get_ports {clk}]

set non_clock_inputs [all_inputs -no_clocks]
set_input_delay [expr $clk_period * $clk_io_pct] -clock clk0 $non_clock_inputs
set_output_delay [expr $clk_period * $clk_io_pct] -clock clk0 [all_outputs]
==> flow_summary_export.csv <==
group,metric,value,unit
clock_network,htreeDepth,1,
timing,fin_setup_tns,0,ns
grt,antenna_found_initial,0,
min_path,hp-start,"vga.hdata[9]",
grt,grt_max_degree,15,
clock_network,cts_root_buf,"clkbuf_8",
routing,wl,2600,um
routing,viasPerCell,5.15,
setup_path,r2r-start,"vga.hdata[0]",
logic_synthesis,syn_inst,129,
clock_network,numCtsBuffers,3,
setup_path,critPathRequiredTime,2.08,ns
clock_network,cts_tree,"done",
routing,routedWlPerCell,12.6,um
routing,drc,0,
routing,vias,1067,
setup_path,critPathLaunch,"vga.vdata[6]",
setup_path,reg2regPathDepth,4,
place,placed_cells,203,
timing,rsz0062_at_grt,"false",
logic_synthesis,syn-cell-area,0.00130,mm^2
logic_synthesis,ys_seq_frac,0.462,
min_path,hold_depth,1,
floorplanning,coreArea,0.00409,mm^2
floorplanning,die_height,67.8,um
floorplanning,fp.dieW,67.8,um
setup_path,critPathLaunchType,"flip-flop",
floorplanning,io-pin-count,28,
routing,detail-route-antenna-nets,0,
timing,fmax,406,MHz
setup_path,end_kind,"primary output",
setup_path,critPathKind,"flip-flop to primary output",
logic_synthesis,ys_cells,129,
layout,comb_area,666,um^2
layout,design_area,0.00169,mm^2
run_status,status,"completed",
run,drv_cap,0,
place,hpwlAfterDp,1810,um
clock_network,max-clock-path-buffers,2,
grt,overflow,0,
layout,lay_top_cells,"27 x clkdlybuf4s50_1, 12 x nand3_1, 12 x dfxtp_1, 12 x edfxtp_1, 8 x nand2_1",
timing,finalCritPeriodShare,0.947,
logic_synthesis,yosysUniqueCellTypes,35,
timing,hold_violations,0,
pwr,power.internal,0.598,mW
pwr,p_switching,0.115,mW
layout,stdcell_count,207,
clock_network,postCtsSetupRepairBufs,0,
grt,grt_util_all_layers,0.123,
routing,drt_iter0_drc,103,
pwr,ir_worst_vdd,286,uV
logic_synthesis,ys.flops,24,
timing,fin_skew,0.00518,ns
layout,fillers,408,
pwr,combPwrFrac,0,
timing,period_needed,2.46,ns
place,port-buffer-count,27,
routing,firstDrtPassIters,4,
layout,final_common_cell,"clkdlybuf4s50_1",
grt,grt_pass1_wl,4350,um
timing,relSlewSlack,0.635,
min_path,hold_path.class,"flip-flop to flip-flop",
floorplanning,row_count,23,
run,warning_count,27,
logic_synthesis,ys_warn_count,1,
pwr,power_density,422,mW/mm^2
layout,syn2layout_area_growth,30.1,%
timing,setup_violations,0,
clock_network,hold_buffers,0,
pwr,clockPowerShare,0.449,
layout,register_area,601,um^2
place,place_congestion,0.842,
clock_network,clkTransAtPathRegs,0.08,ns
logic_synthesis,syn-mean-instance-area,10.1,um^2
clock_network,cts.sinks,24,
routing,antenna-diode-count,0,
floorplanning,core_util_floorplan,0.318,
clock_network,cts_resized,0,
pwr,p_leak,0.601,nW
grt,grt_pass1_vias,962,
pwr,swShare,0.161,
timing,tightest_slew,0.547,ns
floorplanning,die-area,0.00460,mm^2
setup_path,cp.arrival,1.94,ns
clock_network,worst_skew_pair.late_latency,0.26,ns
pwr,p_seq_frac,0.551,
layout,post-route-util,0.413,
layout,drive_above_1_share,0.0573,
setup_path,path_max_fanout,7,
place,dpl_cell_area,0.00162,mm^2
timing,maxSlewViolCount,0,
logic_synthesis,ys_area,0.00130,mm^2
cell families after synthesis:
group | Yosys count | synth area share
buffers and inverters | 8 | 0.0250
XOR/XNOR | 13 | 0.0877
adder cells (fa/ha/maj) | 4 | 0.0385
flip-flops | 24 | 0.462
AND/OR/NAND/NOR | 58 | 0.279
AND-OR/OR-AND | 22 | 0.107
power groups by stage:
stage                 sequential, mW  combinational (mW)  clock, mW
after global routing           0.393         0.000000329      0.340
after CTS                      0.393         0.000000329      0.329
final                          0.393         0.000000329      0.320
worst paths after layout:
| check | endpoint | slack, ns |
|---|---|---|
| max | vsync | 0.14 |
| max reg2reg | vga.vdata[10] | 0.40 |
| min reg2reg | vga.hdata[9] | 0.51 |
| min | vga.hdata[9] | 0.51 |
final cells by class:
| cell class | instances | share of cell area |
|---|---|---|
| Multi-Input combinational cell | 97 | 0.394 |
| Sequential cell | 24 | 0.356 |
| Timing Repair Buffer | 27 | 0.160 |
| Tap cell | 50 | 0.0370 |
| Clock buffer | 3 | 0.0244 |
| Clock inverter | 1 | 0.0178 |
| Inverter | 5 | 0.0111 |
layer usage:
layer / track usage / share of wire / vias up
met1: 0.200 / 0.50 / 492
met5: 0 / 0 / -
li1: - / - / 541
met4: 0.0130 / 0.0042 / 0
met2: 0.183 / 0.43 / 32
met3: 0.0205 / 0.056 / 2
worst max-delay path, stage by stage, from the launching register on:
cell,delay (ns)
edfxtp_1,0.49
or4_4,0.59
nor3_1,0.14
nand2_1,0.06
clkdlybuf4s50_1,0.39
stage by stage:
stage | power [mW] | hold slack (ns) | setup WS (ns)
after global routing | 0.733 | 0.554 | 0.0616
after global placement | 0.402 | 0.490 | 0.438
after floorplan | 0.402 | 0.446 | 0.722
after CTS | 0.721 | 0.518 | 0.125
after detailed placement | 0.402 | 0.504 | 0.420
final | 0.713 | 0.510 | 0.139
cells in the mapped netlist:
| master | n | area, um^2 |
|---|---|---|
| nor4_1 | 1 | 6.26 |
| a31oi_1 | 1 | 6.26 |
| and2_1 | 2 | 12.5 |
| a2111oi_1 | 1 | 10.0 |
| nand2_1 | 8 | 30.0 |
| inv_1 | 5 | 18.8 |
| xnor2_1 | 7 | 61.3 |
| nor2b_1 | 2 | 12.5 |
| nor2_1 | 6 | 22.5 |
| dfxtp_1 | 12 | 240 |
| nand3_1 | 12 | 60.1 |
| edfxtp_1 | 12 | 360 |
| or3b_4 | 1 | 11.3 |
| ha_1 | 4 | 50.1 |
| a21oi_1 | 6 | 30.0 |
| a211oi_1 | 1 | 7.51 |
| nand2b_1 | 3 | 18.8 |
| clkbuf_1 | 1 | 3.75 |
| or4_1 | 3 | 22.5 |
| xor2_1 | 6 | 52.6 |
| a211o_1 | 1 | 8.76 |
| a21boi_0 | 1 | 7.51 |
| a22oi_1 | 1 | 7.51 |
| and4_1 | 3 | 26.3 |
| buf_2 | 2 | 10.0 |
| nand4b_1 | 1 | 8.76 |
| o2111ai_1 | 1 | 8.76 |
| o211ai_1 | 3 | 22.5 |
| or3_1 | 3 | 18.8 |
| nor4_4 | 2 | 42.5 |
| nor3_1 | 3 | 15.0 |
| or2_2 | 1 | 6.26 |
| nand4_1 | 6 | 37.5 |
| o21ai_0 | 6 | 30.0 |
| or4_4 | 1 | 11.3 |
state kept, by name, summed over array words and instances, names as in the netlist:
signal and cells:
vga.vdata 12, vga.hdata 12
Power figures rest on the tool's default switching activity, not on a simulated workload.
